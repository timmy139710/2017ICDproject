===== design/flow/design.v =====
module imgproc ( clk,rst,orig_data,orig_ready,request,orig_addr,imgproc_ready,imgproc_addr,imgproc_data,finish);
input   	    clk;
input   	    rst;
output  [13:0] 	orig_addr; 
output reg        	request;
input   	    orig_ready;
input   [7:0] 	orig_data;
output  [13:0] 	imgproc_addr;
output reg 	    imgproc_ready;
output  [7:0] 	imgproc_data;
output reg 	    finish;
parameter GAUSS_00 = 23'h00001a;
parameter GAUSS_01 = 23'h0000d8;
parameter GAUSS_02 = 23'h0001b5;
parameter GAUSS_03 = 23'h0000d8;
parameter GAUSS_04 = 23'h00001a;
parameter GAUSS_05 = 23'h0000d8;
parameter GAUSS_06 = 23'h000707;
parameter GAUSS_07 = 23'h000e41;
parameter GAUSS_08 = 23'h000707;
parameter GAUSS_09 = 23'h0000d8;
parameter GAUSS_10 = 23'h0001b5;
parameter GAUSS_11 = 23'h000e41;
parameter GAUSS_12 = 23'h001ce8;
parameter GAUSS_13 = 23'h000e41;
parameter GAUSS_14 = 23'h0001b5;
parameter GAUSS_15 = 23'h0000d8;
parameter GAUSS_16 = 23'h000707;
parameter GAUSS_17 = 23'h000e41;
parameter GAUSS_18 = 23'h000707;
parameter GAUSS_19 = 23'h0000d8;
parameter GAUSS_20 = 23'h00001a;
parameter GAUSS_21 = 23'h0000d8;
parameter GAUSS_22 = 23'h0001b5;
parameter GAUSS_23 = 23'h0000d8;
parameter GAUSS_24 = 23'h00001a;
parameter IDLE = 2'd0;
parameter IN = 2'd1;
parameter COMPUTE = 2'd2;
parameter OUT = 2'd3;
reg next_request;  
reg next_imgproc_ready;  
reg next_finish;  
reg [1:0] state, next_state;
reg [13:0] prev_orig_addr,next_orig_addr;
reg [7:0] imgproc_data, next_imgproc_data;
reg [13:0] imgproc_addr, next_imgproc_addr;
reg [7:0] i,next_i;
reg [7:0] j,next_j;
reg [7:0] row,next_row;
reg [7:0] col,next_col;
reg [22:0] value;
reg [7:0] array [0:4][0:4];
reg [7:0] next_array [0:4][0:4];
reg [22:0] gauss [0:4][0:4];
integer k,l;
assign orig_addr=prev_orig_addr;
always@(*)begin
next_imgproc_ready=0;
next_finish=0;
next_state=state;
next_request = 0;
next_orig_addr=prev_orig_addr;
next_imgproc_data=imgproc_data;
next_imgproc_addr=imgproc_addr;
next_row=row;
next_col=col;
next_array[0][0]=array[0][0];
next_array[0][1]=array[0][1];
next_array[0][2]=array[0][2];
next_array[0][3]=array[0][3];
next_array[0][4]=array[0][4];
next_array[1][0]=array[1][0];
next_array[1][1]=array[1][1];
next_array[1][2]=array[1][2];
next_array[1][3]=array[1][3];
next_array[1][4]=array[1][4];
next_array[2][0]=array[2][0];
next_array[2][1]=array[2][1];
next_array[2][2]=array[2][2];
next_array[2][3]=array[2][3];
next_array[2][4]=array[2][4];
next_array[3][0]=array[3][0];
next_array[3][1]=array[3][1];
next_array[3][2]=array[3][2];
next_array[3][3]=array[3][3];
next_array[3][4]=array[3][4];
next_array[4][0]=array[4][0];
next_array[4][1]=array[4][1];
next_array[4][2]=array[4][2];
next_array[4][3]=array[4][3];
next_array[4][4]=array[4][4];
next_i = i;
next_j = j;
  case(state) 
    IDLE:begin
      next_i=0;
      next_j=0;
      next_request = 1;
      next_state = IN;
      next_finish = 0;
      value=0;
      next_orig_addr=0;
    end
    IN:begin
      if(orig_ready) begin
        if(col>8'd1 && col<8'd126 && row>8'd1 && row<8'd126) begin
          next_request=1;
          if(col>1 && col<6) begin
            if(i==5) begin
              next_state=COMPUTE;
              next_request=0;
              next_i=0;
              next_j=0;
              if(col==5)
                next_orig_addr=prev_orig_addr-13'd635;
              else
                next_orig_addr=prev_orig_addr-13'd639;
            end
            else if(j==4) begin
              next_i=i+1;
              next_j=0;
              next_orig_addr=prev_orig_addr+124;
            end
            else begin
              next_j=j+1;
              next_i=i;
              next_orig_addr=prev_orig_addr+1;
            end
            next_array[i][j]=orig_data[7:0];
          end
          else begin
            if(i==0) begin
              next_array[0][0]=array[0][1];
              next_array[0][1]=array[0][2];
              next_array[0][2]=array[0][3];
              next_array[0][3]=array[0][4];
              next_array[1][0]=array[1][1];
              next_array[1][1]=array[1][2];
              next_array[1][2]=array[1][3];
              next_array[1][3]=array[1][4];
              next_array[2][0]=array[2][1];
              next_array[2][1]=array[2][2];
              next_array[2][2]=array[2][3];
              next_array[2][3]=array[2][4];
              next_array[3][0]=array[3][1];
              next_array[3][1]=array[3][2];
              next_array[3][2]=array[3][3];
              next_array[3][3]=array[3][4];
              next_array[4][0]=array[4][1];
              next_array[4][1]=array[4][2];
              next_array[4][2]=array[4][3];
              next_array[4][3]=array[4][4];
            end
            if(i==5) begin
              next_state=COMPUTE;
              next_request=0;
              next_i=0;
              next_j=0;
              next_orig_addr=prev_orig_addr-13'd639;
            end
            else begin
              next_i=i+1;
              next_j=j;
              next_orig_addr=prev_orig_addr+128;
            end
            next_array[i][4]=orig_data[7:0];
          end
        end
        else begin
          if(col == 1 && row > 1  && row < 126)
            next_orig_addr = prev_orig_addr - 257;
          else 
            next_orig_addr={row,col[6:0]};
          next_imgproc_data=0;
          next_request=0;
          next_state=COMPUTE;
        end
      end
    end
    COMPUTE:begin
      value=0;
      if(row[7]==1) begin
        next_state=IDLE;
        next_finish=1;
        next_row=0;
        next_col=0;
      end
      else begin
        if(col[6]==1&&col[5]==1&&col[4]==1&&col[3]==1&&col[2]==1&&col[1]==1&&col[0]==1) begin
          next_col=0;
          next_row=row+1;
        end
        else begin
          if(col>0 && col<6) begin
            next_i=0;
            next_j=0;
          end
          else begin
            next_i=0;
            next_j=4;
          end
          next_col=col+1;
          next_row = row;
        end
        if(col>1 && col<126 && row>1 && row<126) begin  
          value=array[0][0]*GAUSS_00+array[0][1]*GAUSS_01+array[0][2]*GAUSS_02+array[0][3]*GAUSS_03+array[0][4]*GAUSS_04;
          value=value+array[1][0]*GAUSS_05+array[1][1]*GAUSS_06+array[1][2]*GAUSS_07+array[1][3]*GAUSS_08+array[1][4]*GAUSS_09;
          value=value+array[2][0]*GAUSS_10+array[2][1]*GAUSS_11+array[2][2]*GAUSS_12+array[2][3]*GAUSS_13+array[2][4]*GAUSS_14;
          value=value+array[3][0]*GAUSS_15+array[3][1]*GAUSS_16+array[3][2]*GAUSS_17+array[3][3]*GAUSS_18+array[3][4]*GAUSS_19;
          value=value+array[4][0]*GAUSS_20+array[4][1]*GAUSS_21+array[4][2]*GAUSS_22+array[4][3]*GAUSS_23+array[4][4]*GAUSS_24;
          if(value[14])
            next_imgproc_data = value[22:15] + 1;
          else if(!value[14])
            next_imgproc_data = value[22:15];
        end
        next_imgproc_addr = {row,col[6:0]}-1;
        next_state = OUT;
        next_imgproc_ready = 1;
      end
    end
    OUT:begin
      if(row[7]==1) begin
        next_state=IDLE;
        next_finish=1;
        next_row=0;
        next_col=0;
      end
      next_state=IN;
      next_imgproc_ready=0;
      next_imgproc_addr=0;
      next_imgproc_data=0;
      next_request=1;
    end
  endcase
end
always@(posedge clk or posedge rst)
begin
  if(rst) begin
    state <= IDLE;
    request <= 1'b0;
    finish <= 1'b0;
    imgproc_ready <= 1'b0;
    imgproc_addr <= 14'd0;
    imgproc_data <= 8'd0;
    row <= 0;
    col <= 0;
  end
  else begin
    state <= next_state;
    request <= next_request;
    finish <= next_finish;
    prev_orig_addr <= next_orig_addr;
    imgproc_ready <= next_imgproc_ready;
    imgproc_addr <= next_imgproc_addr;
    imgproc_data <= next_imgproc_data;
    row <= next_row;
    col <= next_col;
    i <= next_i;
    j <= next_j;
    array[0][0]<=next_array[0][0];
    array[0][1]<=next_array[0][1];
    array[0][2]<=next_array[0][2];
    array[0][3]<=next_array[0][3];
    array[0][4]<=next_array[0][4];
    array[1][0]<=next_array[1][0];
    array[1][1]<=next_array[1][1];
    array[1][2]<=next_array[1][2];
    array[1][3]<=next_array[1][3];
    array[1][4]<=next_array[1][4];
    array[2][0]<=next_array[2][0];
    array[2][1]<=next_array[2][1];
    array[2][2]<=next_array[2][2];
    array[2][3]<=next_array[2][3];
    array[2][4]<=next_array[2][4];
    array[3][0]<=next_array[3][0];
    array[3][1]<=next_array[3][1];
    array[3][2]<=next_array[3][2];
    array[3][3]<=next_array[3][3];
    array[3][4]<=next_array[3][4];
    array[4][0]<=next_array[4][0];
    array[4][1]<=next_array[4][1];
    array[4][2]<=next_array[4][2];
    array[4][3]<=next_array[4][3];
    array[4][4]<=next_array[4][4];
  end
end
endmodule

===== design/flow/run.sh =====
#!/bin/bash
# OpenROAD 26Q1-2900-gdf79404cd8, Yosys 0.63+post, stock flow scripts
make -C /OpenROAD-flow-scripts/flow DESIGN_CONFIG=/design/flow/config.mk WORK_HOME=/design/flow/orfs finish

===== design/flow/config.mk =====
export PLATFORM = sky130hd
export DESIGN_NAME = imgproc
export DESIGN_NICKNAME = imgproc
export VERILOG_FILES = /design/flow/design.v
export SDC_FILE = /design/flow/constraint.sdc
export NUM_CORES = 4
export LEC_CHECK = 1
export CORE_UTILIZATION = 30

===== design/flow/constraint.sdc =====
current_design imgproc

set clk_period 15.1
set clk_io_pct 0.2

create_clock -name clk0 -period $clk_period [get_ports {clk}]

set non_clock_inputs [all_inputs -no_clocks]
set_input_delay [expr $clk_period * $clk_io_pct] -clock clk0 $non_clock_inputs
set_output_delay [expr $clk_period * $clk_io_pct] -clock clk0 [all_outputs]

==> flow_metrics.py <==
# Flow results
metrics = {
    "hold_path": {
        "hold_path_class": "flop to flop",
        "holdCritStartpoint": "imgproc_addr[4]",
    },
    "placed_design": {
        "dp_slack_ns": 2.90,
        "post_dp_cell_area_um2": 50300,
        "finalWeightedCongestion": 1.00,
        "placed_cells": 6485,
        "dpl.hpwl_um": 106000,
        "io_buffers": 49,
    },
    "drt": {
        "routedWlPerCell_um": 18.8,
        "drcViolationCount": 0,
        "final_antenna_net_count": 0,
        "avgViaCountPerCell": 4.49,
        "drt_wl_total_um": 124000,
        "vias": 29400,
        "drt_first_iter_violations": 1269,
        "drt_first_pass_iters": 6,
    },
    "critical_path": {
        "path_buffers": 9,
        "crit_path_max_incr_delay_ns": 0.59,
        "worstPathMaxFanout": 5,
        "critical_path_arrival_ns": 12.66,
        "r2r-start": "array[1][2]",
        "crit_top_cell": "fa_1",
        "reg2reg_slack_ns": 2.92,
        "critPathLaunch": "array[1][2]",
        "cp-end-kind": "flop",
        "cp_data_required_time_ns": 15.58,
        "critical_path.top_delay_family": "adder cells",
        "crit_type": "flop to flop",
        "start_kind": "flop",
        "slowest_stage": "fa_1",
    },
    "global_route": {
        "antenna_found_initial": 1,
        "grt.overflow.total": 0,
        "grt_pass1_wl_um": 194000,
        "grt_usage_pct": 17.2,
        "grt_pass1_vias": 32300,
        "grt_max_degree": 44,
    },
    "clock_network": {
        "cts.sinks": 275,
        "clk_latency_ns": 0.62,
        "postCtsSetupBuffers": 0,
        "clk_pin_slew_ns": 0.06,
        "hold_buffers": 0,
        "cts_buffer_depth": 3,
        "cts_tree": "built",
        "cts_root_buf": "clkbuf_16",
        "cts_resized": 0,
        "h-tree-depth": 2,
        "numCtsBuffers": 39,
    },
    "synth": {
        "netlist_area_um2": 47200,
        "ys_cells": 4400,
        "ys_async_sr_fraction_pct": 16.4,
        "synth-main-ff-cell": "edfxtp_1",
        "postSynthSeqShare_pct": 17.0,
        "yosys.area.top_type": "fa_1",
        "numSynthFlops": 275,
        "edf_count": 230,
        "yosys_area_um2": 47200,
        "postSynthAreaPerCell_um2": 10.7,
        "yosys_warnings": 3,
        "synthCells": 4400,
        "yosys-top-cells-area": "fa_1 (33%), ha_1 (22%), edfxtp_1 (15%)",
        "top_cell_area_share_pct": 33.0,
        "synth_cell_type_count": 88,
    },
    "cells_and_area": {
        "fillCellCount": 15500,
        "final_util_pct": 33.0,
        "fin_area_um2": 51600,
        "instances_no_fill": 6556,
        "area_delta_synth_final_pct": 9.30,
        "drive_gt1_share_pct": 7.40,
    },
    "flow_run": {
        "warning_count": 110,
        "maxCapViolCount": 0,
    },
    "floorplan": {
        "initCoreUtil_pct": 30.2,
        "io_pins": 50,
        "coreArea_um2": 156000,
        "die_h_um": 399,
        "die_area_um2": 159000,
        "die_w_um": 399,
        "row_count": 145,
    },
    "sta": {
        "layout_setup_ws_ns": 2.92,
        "fin_crit_sh_pct": 80.6,
        "maxSlewHeadroom_pct": 33.5,
        "hold_viol": 0,
        "maxSlewViolCount": 0,
        "rsz0062_at_grt": "no",
        "post-route-min-period_ns": 12.18,
        "setup_tns_ns": 0,
        "finalSetupViolCount": 0,
        "worst_pin_slew_ns": 0.992,
        "max_freq_mhz": 82.1,
        "skew_ns": 0.0369,
    },
    "outcome": {
        "outcome": "finished, final reports clean",
    },
}
[sequential cells by signal, indices dropped and copies added (netlist names)]
signal	cells
prev_orig_addr	14
col	8
row	8
imgproc_addr	14
state	4
imgproc_ready	1
array	200
request	1
imgproc_data	8
j	8
finish	1
i	8
[worst min-delay path: stages, from the launching register on]
cell	delay, ns
dfrtp_1	0.34
nand2_1	0.05
o21ai_0	0.07
[cells in the final DEF, fill, tap and decap left out, types with 7 or more instances in the layout]
master	netlist	layout
edfxtp_1	230	230
a211oi_1	14	14
o21bai_1	34	34
a21boi_0	7	7
xnor2_1	127	127
clkdlybuf4s50_1	0	49
nand3_1	40	40
xor2_1	54	54
o21a_1	13	13
inv_1	1277	1276
and3_1	11	11
clkbuf_16	0	40
a22o_1	9	9
o21ai_0	76	76
ha_1	811	811
a21oi_1	159	159
nand2_1	97	97
dfrtp_1	44	44
clkbuf_1	55	9
fa_1	777	777
nand4_1	10	10
a21oi_2	20	20
a31oi_1	8	8
nor3_1	42	42
nor2_1	109	108
o31ai_1	11	11
buf_4	5	50
nor2b_1	14	14
nand2b_1	7	7
or2_2	12	12
o211ai_1	7	7
and2_1	8	8
a21o_1	36	36
mux2_2	163	163
[layer usage]
layer / GRT usage, % / routed length (um) / vias to the layer above
li1: - / - / 14000
met1: 22.4 / 49500 / 14400
met2: 26.7 / 57300 / 853
met3: 8.00 / 13300 / 154
met4: 3.75 / 3420 / 0
met5: 0 / 0 / -
[final cells by class]
class	count	area, um^2	share of cell area [%]
diodes	1	2.50	0.00485
repair buffers	99	866	1.68
well taps	2058	2570	4.99
multi-input cells	2776	34000	66.0
clock buffers	49	1030	2.01
flip-flops and latches	275	8030	15.6
inverters	1277	4790	9.30
clock inverters	21	220	0.427
[final timing paths]
kind                                   end  cells after the start
max                        imgproc_data[6]                     41
min                        imgproc_addr[4]                      2
max reg2reg                imgproc_data[6]                     41
min reg2reg                imgproc_addr[4]                      2
max in group asynchronous           col[7]                      3
min in group asynchronous           finish                      2
[synth_stat cells, types with 13 or more instances]
master,instances
xnor2_1,127
a21oi_1,159
dfrtp_1,44
a211oi_1,14
fa_1,777
inv_1,1277
nand3_1,40
nor3_1,42
xor2_1,54
o21bai_1,34
a21oi_2,20
o21a_1,13
o21ai_0,76
edfxtp_1,230
clkbuf_1,55
nor2b_1,14
nor2_1,109
ha_1,811
a21o_1,36
mux2_2,163
nand2_1,97
[metrics by stage]
stage	hold slack, ns
floorplan	0.424
global placement	0.483
detailed placement	0.474
CTS	0.497
global route	0.519
finish	0.496
[cell families after synthesis]
logic type / count (synthesis) / synth area share [%]
buffers and inverters: 1349 / 10.8
AND-OR/OR-AND: 442 / 6.04
XOR/XNOR: 184 / 3.46
multiplexers: 170 / 4.05
AND/OR/NAND/NOR: 391 / 4.08
flip-flops: 275 / 17.0
adder cells (fa/ha/maj): 1589 / 54.5
